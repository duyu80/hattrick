File: flow/config.mk
export PLATFORM = sky130hd
export DESIGN_NAME = INTERRUPT
export DESIGN_NICKNAME = INTERRUPT
export VERILOG_FILES = /design/flow/design.v
export SDC_FILE = /design/flow/constraint.sdc
export NUM_CORES = 4
export LEC_CHECK = 1
export CORE_UTILIZATION = 30
File: flow/constraint.sdc
current_design INTERRUPT

set clk_period 1.8
set clk_io_pct 0.2

create_clock -name clk0 -period $clk_period [get_ports {SYSCLK}]

set non_clock_inputs [all_inputs -no_clocks]
set_input_delay [expr $clk_period * $clk_io_pct] -clock clk0 $non_clock_inputs
set_output_delay [expr $clk_period * $clk_io_pct] -clock clk0 [all_outputs]
File: flow/design.v
`timescale 1ns/1ns
module INTERRUPT (
                input	    		SYSCLK,		 	 
                input	    		RESET_N,		 
                input	    		PORT_CS1,		 
                input	    [15:0]	OFFSET_SEL1,	 
                input	    		RD_WR1,			 
                output reg	[7:0]	DOUT1,			 
                input       [7:0]   DIN0,DIN1,DIN2,DIN3,
				                    DIN4,DIN5,DIN6,DIN7,
									DIN8,DIN9,DIN10,DIN11,
									DIN12,DIN13,DIN14,DIN15,
				output              I2C_ALERT_L
			);
reg                 INTERRUPT7,INTERRUPT6,INTERRUPT5,INTERRUPT4,
                    INTERRUPT3,INTERRUPT2,INTERRUPT1,INTERRUPT0;
wire		[7:0]	DOUT_W1 =	({8{OFFSET_SEL1[0 ]}} & {INTERRUPT7,INTERRUPT6,INTERRUPT5,INTERRUPT4,
                                                         INTERRUPT3,INTERRUPT2,INTERRUPT1,INTERRUPT0}  )    |
                                ({8{OFFSET_SEL1[1 ]}} & 0 )    |
                                ({8{OFFSET_SEL1[2 ]}} & 0 )    |
                                ({8{OFFSET_SEL1[3 ]}} & 0 )    |
                                ({8{OFFSET_SEL1[4 ]}} & 0 )    |
								({8{OFFSET_SEL1[5 ]}} & 0 )    |
                                ({8{OFFSET_SEL1[6 ]}} & 0 )    |
                                ({8{OFFSET_SEL1[7 ]}} & 0 )    |
                                ({8{OFFSET_SEL1[8 ]}} & 0 )    |
                                ({8{OFFSET_SEL1[9 ]}} & 0 )    |
								({8{OFFSET_SEL1[10]}} & 0 )    |
                                ({8{OFFSET_SEL1[11]}} & 0 )    |
                                ({8{OFFSET_SEL1[12]}} & 0 )    |
                                ({8{OFFSET_SEL1[13]}} & 0 )    |
                                ({8{OFFSET_SEL1[14]}} & 0 )    |
								({8{OFFSET_SEL1[15]}} & 0 );
reg         [7:0]   DIN0_D,DIN1_D,DIN2_D,DIN3_D,
					DIN4_D,DIN5_D,DIN6_D,DIN7_D,
					DIN8_D,DIN9_D,DIN10_D,DIN11_D,
					DIN12_D,DIN13_D,DIN14_D,DIN15_D;
assign              I2C_ALERT_L = ~INTERRUPT2 & ~INTERRUPT1 & ~INTERRUPT0;
always@(posedge SYSCLK or negedge RESET_N)
	begin
		if(RESET_N == 1'b0)
			begin
				DOUT1 <= 8'h0;
			end
		else
			begin
				DOUT1 <= (PORT_CS1 & RD_WR1)? DOUT_W1 : DOUT1;
			end
	end
always@(posedge SYSCLK or negedge RESET_N)
	begin
		if(RESET_N == 1'b0)
			begin
			    {INTERRUPT7,INTERRUPT6,INTERRUPT5,INTERRUPT4,
                 INTERRUPT3,INTERRUPT2,INTERRUPT1,INTERRUPT0} <= 8'h0;
                {DIN15_D,DIN14_D,DIN13_D,DIN12_D,
				 DIN11_D,DIN10_D,DIN9_D,DIN8_D,
				 DIN7_D,DIN6_D,DIN5_D,DIN4_D,
				 DIN3_D,DIN2_D,DIN1_D,DIN0_D} <= 16'h0;
			end
		else
		    begin
			    INTERRUPT0 <= (DIN0_D ^ DIN0) | (DIN1_D ^ DIN1) ? 1'b1 : (PORT_CS1 & RD_WR1? 1'b0 : INTERRUPT0);
				INTERRUPT1 <= (DIN2_D ^ DIN2) | (DIN3_D ^ DIN3) ? 1'b1 : (PORT_CS1 & RD_WR1? 1'b0 : INTERRUPT1);
				INTERRUPT2 <= (DIN4_D ^ DIN4) | (DIN5_D ^ DIN5) ? 1'b1 : (PORT_CS1 & RD_WR1? 1'b0 : INTERRUPT2);
				{DIN15_D,DIN14_D,DIN13_D,DIN12_D,
				 DIN11_D,DIN10_D,DIN9_D,DIN8_D,
				 DIN7_D,DIN6_D,DIN5_D,DIN4_D,
				 DIN3_D,DIN2_D,DIN1_D,DIN0_D} <= {DIN15,DIN14,DIN13,DIN12,
				                                  DIN11,DIN10,DIN9,DIN8,
				                                  DIN7,DIN6,DIN5,DIN4,
				                                  DIN3,DIN2,DIN1,DIN0};
			end
	end
endmodule
File: flow/run.sh
#!/bin/bash
# OpenROAD 26Q1-2900-gdf79404cd8, Yosys 0.63+post, stock flow scripts
make -C /OpenROAD-flow-scripts/flow DESIGN_CONFIG=/design/flow/config.mk WORK_HOME=/design/flow/orfs finish
==> results.toml <==
# implementation run metrics
[outcome]
status = "complete, no violations"

[worst_setup_path]
path_cells = "clkdlybuf4s50_1"
critPathBufInv = 1
ff2ff_path_depth = 4
crit-reg2reg-launch = "DIN0_D[0]"
path_max_fanout = 2
reg2reg_to = "INTERRUPT0"
worstPathRequired_ns = 1.44
worstSetupStartpointType = "flop"
critPathCaptureType = "primary output"
crit_start = "DOUT1[1]"
crit_slowest_cell = "clkdlybuf4s50_1"
crit_arrival_ns = 1.11
path_class = "flop to primary output"
r2r_slack_ns = 0.65
crit_family = "buffers and inverters"
max_stage_delay_ns = 0.45

[power_and_ir_drop]
p_leak_nw = 1.15
powerDensity_nw_per_um2 = 797
max-vdd-ir-drop_mv = 0.353
netSwitchingPower_mw = 0.468
p_sw_share_pct = 21.4
p_comb_share_pct = 12.9
power_mw = 2.19
pwr-share-clk_pct = 27.6
p_int_mw = 1.72
p_seq_share_pct = 59.5

[place]
port_buffers = 56
dp_cells = 270
placed_area_um2 = 2640
gp_routability_congestion = 0.718
hpwl_um = 2320

[global_routing]
grt_overflow_total = 0
grt_max_degree = 34
grt_pass1_vias = 1163
grt_pass1_wl_um = 5340
grt.total_usage_pct = 9.67
antenna_found_initial = 0

[logic_synthesis]
synth_cell_types = 12
post_synth.cell_area_avg_um2 = 14.5
top_cells_by_area = "dfrtp_1 68%, xor2_1 16%, xnor2_1 5.3%"
top_cell_area_share_pct = 67.8
synthesis.instances = 137
synth_top_cell_by_area = "dfrtp_1"
ys_seq_share_pct = 67.8
yosys_cells = 137
netlist_area_um2 = 1990
ys_area_um2 = 1990
numSynthFlops = 54
yosys_warnings = 1

[final_layout]
final_layout_top_logic_cell = "clkdlybuf4s50_1"
lay_top_cells = "54 x clkdlybuf4s50_1, 53 x dfrtp_1, 36 x xor2_1"
area_growth_pct = 37.6
stdcell_count = 279
post-route-util_pct = 42.9
finalInstanceArea_um2 = 2740
drive_above_1_share_pct = 7.43

[final_timing]
max_freq_mhz = 681
finalSetupViolations = 0
post-route-min-period_ns = 1.47
fin_skew_ns = 0.00553
setup_tns_ns = 0
hold_viol = 0
fin_crit_sh_pct = 81.6
slew-limit-headroom_pct = 66.1
drv_slew = 0
tightest_slew_ns = 0.508
rsz0062_at_grt = "no"

[detailed_routing]
vias = 1144
final_antenna_net_count = 0
drc_errors = 0
drt_iter0_markers = 33
vias_per_cell = 4.10
dr.pass1.iters = 4
antenna-diode-count = 0
wl_per_cell_um = 10.7
routed_wl_um = 2970

[cts]
path_clk_slew_ns = 0.09
cts.sinks = 54
clk_path_buf_depth = 2
cts_tree = "yes"
root_buffer = "clkbuf_8"
cts_hold_buf = 0
numCtsBuffers = 5
worst_skew_pair.late_latency_ns = 0.29
ctsHtreeMaxLevel = 2

[floorplanning]
fp.dieW_um = 83.5
ios = 157
fp_util_pct = 31.2
dieHeight_um = 83.5
die-area_um2 = 6970
rows = 29
core_area_um2 = 6390

[run]
warnings = 120
cap_violations = 0

[worst_hold_path]
hold_path_class = "input port to asynchronous set/reset pin"
[metal layers]
metal  vias up  part of all wire [%]  global-route usage [%]
met5         -                     0                       0
met4         0                   1.6                    1.23
met3         5                   6.8                    2.31
met2        41                    43                    13.7
met1       532                    48                    16.3
li1        566                     -                       -
[state kept, by name (all words and copies together) (netlist names)]
register and count:
DIN1_D 8, DIN2_D 8, DIN3_D 8, DIN0_D 8
DIN5_D 8, INTERRUPT2 1, INTERRUPT1 1, DIN4_D 8
INTERRUPT0 1, DOUT1 3
[metrics by stage]
| step | worst slack (ns) | hold slack (ns) |
|---|---|---|
| floorplan | 0.732 | 0.0644 |
| global placement | 0.114 | 0.364 |
| detailed placement | 0.121 | 0.368 |
| CTS | 0.0114 | 0.0345 |
| global route | 0.285 | 0.0389 |
| finish | 0.332 | 0.0244 |
[power groups by stage]
stage,clock network (mW),logic (mW),registers (mW)
finish,0.604,0.283,1.30
CTS,0.649,0.290,1.30
global route,0.695,0.316,1.31
[synth_stat cells]
master      n
nor4_1      3
buf_4       5
xor2_1     36
nand4_1     6
nor3_1      7
conb_1      1
a2111oi_2   3
nand2_1     6
o21ai_0     3
dfrtp_1    54
xnor2_1    12
nand2_2     1
[cells by family after synthesis]
kind of cell,synth area share [%]
simple gates,6.03
other cells,0.188
compound gates,3.01
xor+xnor,21.1
buf+inv,1.88
flops,67.8
[worst max-delay path by stage]
stage	cells after the start	end
after CTS	2	I2C_ALERT_L
after global routing	1	DOUT1[1]
final	1	DOUT1[1]
[cell type report]
| cell class | instances | area, um^2 |
|---|---|---|
| clock buffers | 7 | 76.3 |
| fillers | 595 | 3640 |
| multi-input cells | 82 | 624 |
| flip-flops and latches | 54 | 1350 |
| well taps | 77 | 96.3 |
| repair buffers | 59 | 593 |
[timing repair]
action / CTS / global route
gates resized: 0 / 3
buffers inserted: 0 / 2
setup endpoints to repair: 0 / 1
No activity file was given, so power comes from the tool's default toggle rates.
