File: flow/design.v
`timescale 1ns/1ns
module GPO # (
                parameter GPO_DFT = 8'h0
              )
			  (
                input	    		SYSCLK,		 	 
                input	    		RESET_N,		 
                input	    		PORT_CS1,		 
                input	    [15:0]	OFFSET_SEL1,	 
                input	    		RD_WR1,			 
                input	    		PORT_CS2,		 
                input	    [15:0]	OFFSET_SEL2,	 
                input	    		RD_WR2,			 
                input	    [7:0]	DIN1,
                input	    [7:0]	DIN2,
                output reg	[7:0]	DOUT1,			 
                output reg	[7:0]	DOUT2,			 
				output reg  [7:0]   DO0,
				output reg  [7:0]   DO1,
				output reg  [7:0]   DO2,
				output reg  [7:0]   DO3,
				output reg  [7:0]   DO4,
				output reg  [7:0]   DO5,
				output reg  [7:0]   DO6,
				output reg  [7:0]   DO7,                                    
				output reg  [7:0]   DO8,
				output reg  [7:0]   DO9,
				output reg  [7:0]   DO10,
				output reg  [7:0]   DO11,
				output reg  [7:0]   DO12,
				output reg  [7:0]   DO13,
				output reg  [7:0]   DO14,
				output reg  [7:0]   DO15
				);
wire		[7:0]	DOUT_W1 =	(
							({8{OFFSET_SEL1[0]}}  & DO0)		|
							({8{OFFSET_SEL1[1]}}  & DO1)		|
							({8{OFFSET_SEL1[2]}}  & DO2)		|
							({8{OFFSET_SEL1[3]}}  & DO3)		|
							({8{OFFSET_SEL1[4]}}  & DO4)		|
							({8{OFFSET_SEL1[5]}}  & DO5)		|
							({8{OFFSET_SEL1[6]}}  & DO6)		|
							({8{OFFSET_SEL1[7]}}  & DO7)		|
							({8{OFFSET_SEL1[8]}}  & DO8)		|
							({8{OFFSET_SEL1[9]}}  & DO9)		|
							({8{OFFSET_SEL1[10]}} & DO10)		|
							({8{OFFSET_SEL1[11]}} & DO11)		|
							({8{OFFSET_SEL1[12]}} & DO12)		|
							({8{OFFSET_SEL1[13]}} & DO13)		|
							({8{OFFSET_SEL1[14]}} & DO14)		|
							({8{OFFSET_SEL1[15]}} & DO15)
							);
wire		[7:0]	DOUT_W2 =	(
							({8{OFFSET_SEL2[0]}}  & DO0)		|
							({8{OFFSET_SEL2[1]}}  & DO1)		|
							({8{OFFSET_SEL2[2]}}  & DO2)		|
							({8{OFFSET_SEL2[3]}}  & DO3)		|
							({8{OFFSET_SEL2[4]}}  & DO4)		|
							({8{OFFSET_SEL2[5]}}  & DO5)		|
							({8{OFFSET_SEL2[6]}}  & DO6)		|
							({8{OFFSET_SEL2[7]}}  & DO7)		|
							({8{OFFSET_SEL2[8]}}  & DO8)		|
							({8{OFFSET_SEL2[9]}}  & DO9)		|
							({8{OFFSET_SEL2[10]}} & DO10)		|
							({8{OFFSET_SEL2[11]}} & DO11)		|
							({8{OFFSET_SEL2[12]}} & DO12)		|
							({8{OFFSET_SEL2[13]}} & DO13)		|
							({8{OFFSET_SEL2[14]}} & DO14)		|
							({8{OFFSET_SEL2[15]}} & DO15)
							);
always@(posedge SYSCLK or negedge RESET_N)
	begin
		if(RESET_N == 1'b0)
			begin
				DOUT1 <= 8'h0;
			end
		else
			begin
				DOUT1 <= (PORT_CS1 & RD_WR1)? DOUT_W1 : DOUT1;			
			end
	end
always@(posedge SYSCLK or negedge RESET_N)
	begin
		if(RESET_N == 1'b0)
			begin
				DOUT2 <= 8'h0;
			end
		else
			begin
				DOUT2 <= (PORT_CS2 & RD_WR2)? DOUT_W2 : DOUT2;			
			end
	end
always@(posedge SYSCLK or negedge RESET_N)
	begin
		if(RESET_N == 1'b0)
			begin
				DO0  	<= GPO_DFT;
				DO1  	<= GPO_DFT;
				DO2  	<= GPO_DFT;
				DO3  	<= GPO_DFT;
				DO4  	<= GPO_DFT;
				DO5  	<= GPO_DFT;
				DO6  	<= GPO_DFT;
				DO7  	<= GPO_DFT;
				DO8  	<= GPO_DFT;
				DO9  	<= GPO_DFT;
				DO10	<= GPO_DFT;
				DO11	<= GPO_DFT;
				DO12	<= GPO_DFT;
				DO13	<= GPO_DFT;
				DO14	<= GPO_DFT;
				DO15	<= GPO_DFT;
			end
		else
			begin
				DO0 	<= (PORT_CS1 & OFFSET_SEL1[0]  & ~RD_WR1)? DIN1 : DO0 ;
				DO1 	<= (PORT_CS1 & OFFSET_SEL1[1]  & ~RD_WR1)? DIN1 : DO1 ;
				DO2 	<= (PORT_CS1 & OFFSET_SEL1[2]  & ~RD_WR1)? DIN1 : DO2 ;
				DO3 	<= (PORT_CS1 & OFFSET_SEL1[3]  & ~RD_WR1)? DIN1 : DO3 ;
				DO4 	<= (PORT_CS1 & OFFSET_SEL1[4]  & ~RD_WR1)? DIN1 : DO4 ;
				DO5 	<= (PORT_CS1 & OFFSET_SEL1[5]  & ~RD_WR1)? DIN1 : DO5 ;
				DO6 	<= (PORT_CS1 & OFFSET_SEL1[6]  & ~RD_WR1)? DIN1 : DO6 ;
				DO7 	<= (PORT_CS1 & OFFSET_SEL1[7]  & ~RD_WR1)? DIN1 : DO7 ;
				DO8 	<= (PORT_CS1 & OFFSET_SEL1[8]  & ~RD_WR1)? DIN1 : DO8 ;
				DO9 	<= (PORT_CS1 & OFFSET_SEL1[9]  & ~RD_WR1)? DIN1 : DO9 ;
				DO10	<= (PORT_CS1 & OFFSET_SEL1[10] & ~RD_WR1)? DIN1 : DO10;
				DO11	<= (PORT_CS1 & OFFSET_SEL1[11] & ~RD_WR1)? DIN1 : DO11;
				DO12	<= (PORT_CS1 & OFFSET_SEL1[12] & ~RD_WR1)? DIN1 : DO12;
				DO13	<= (PORT_CS1 & OFFSET_SEL1[13] & ~RD_WR1)? DIN1 : DO13;
				DO14	<= (PORT_CS1 & OFFSET_SEL1[14] & ~RD_WR1)? DIN1 : DO14;
				DO15	<= (PORT_CS1 & OFFSET_SEL1[15] & ~RD_WR1)? DIN1 : DO15;
			end
	end
endmodule
File: flow/run.sh
#!/bin/bash
# OpenROAD 26Q1-2900-gdf79404cd8, Yosys 0.63+post, stock flow scripts
make -C /OpenROAD-flow-scripts/flow DESIGN_CONFIG=/design/flow/config.mk WORK_HOME=/design/flow/orfs finish
File: flow/config.mk
export PLATFORM = sky130hd
export DESIGN_NAME = GPO
export DESIGN_NICKNAME = GPO
export VERILOG_FILES = /design/flow/design.v
export SDC_FILE = /design/flow/constraint.sdc
export NUM_CORES = 4
export LEC_CHECK = 1
export CORE_UTILIZATION = 50
File: flow/constraint.sdc
current_design GPO

set clk_period 1.9
set clk_io_pct 0.2

create_clock -name clk0 -period $clk_period [get_ports {SYSCLK}]

set non_clock_inputs [all_inputs -no_clocks]
set_input_delay [expr $clk_period * $clk_io_pct] -clock clk0 $non_clock_inputs
set_output_delay [expr $clk_period * $clk_io_pct] -clock clk0 [all_outputs]
==> results.txt <==
Figures from the implementation reports.

- In this run, post-CTS repair resized a total of 0 instances.
- In this run the tightest slew margin relative to its limit is 61.44%.
- The total wirelength of the detailed-routed design is 24790 um.
- In the final report, the number of pins over their slew limit comes to 0.
- The total I/O pin count is 198.
- The hold buffer count at cts reads 2.
- Of the total synthesized cell area, the portion taken by full adders, half adders and majority gates is 0%.
- The critical path is of the register to output port type.
- The launching element type of the critical path reads a register.
- RePlAce ended its routability-driven mode at a weighted congestion of 0.9748.
- The first-pass GRT wire length is 37150 um.
- The endpoint of the worst register-to-register path reads DOUT2[6]$_DFFE_PN0P_.
- The estimated wirelength of the detail-placed design reads 18560 um.
- The global route total overflow reads 0.
- In this run the critical path is formed by clkdlybuf4s50_1.
- The worst slack on hold paths reads 0.5643 ns.
- The clock tree skew after final layout reads 0.005406 ns.
- The hold violation total from the final report reads 0.
- The number of instances in the synthesized netlist is 513.
- The top-area cell type share of the netlist area is 50.21%.
- The average size of a mapped cell is 13.99 um2.
- The number of search-and-repair iterations in the first detailed-routing pass is 5.
- Row generation in the floorplan step produced 43 rows.
- Setup repair after global routing left no endpoint under its margin.
- The max-cap check violation count reads 0.
- The x dimension of the die reads 121.8 um.
- The instance count on the critical path reads 1.
- The final standard cell area without fillers is 10420 um2.
- The total global routing track utilization reads 36.11%.
- The via count reads 6025.
- The highest cell delay on the worst timing path is 0.53 ns.
- The number of antenna violations at the first check in global routing was 0.
- In this run the standard cell core region covers 13930 um2.
- The share of the clock period used by the worst path after layout is 94.71%.
- The library cell with the largest summed area after synthesis is dfrtp_1.
- The highest ir drop seen on vdd reads 862.3 uV.
- Looking at the clock tree report, the H-tree level count equals 4.
- The average via count per standard cell reads 6.342.
- The per-cell routed wire length reads 26.09 um.
- The number of violations reported at the end of detailed-routing iteration 0 reads 434.
- The flip-flop and latch count after synthesis reads 144.
- In this run the static leakage power is 4.615 nW.
- The dominant kind of combinational cell is multiplexers.
- OpenSTA lists the critical path endpoint as DO1[6].
- The number of cells on the worst reg-to-reg path reads 4.
- The data required time reported for the critical path is 1.52 ns.
- The transition at the pin with the smallest max-transition slack is 0.5767 ns.
- The clock transition at the registers of the reported paths reads 0.06 ns.
- Summed over all failing endpoints, the final setup total negative slack is 0 ns.
- The final period demand of the worst path is 1.799 ns.
- The synthesis-to-layout area growth is 45.19%.
- The count of cell types in the netlist reads 18.
- Of the total synthesized cell area, the portion taken by AND-OR and OR-AND cells is 17.02%.
- The buffer cell driving the clock tree root is clkbuf_16.
- The run finished with clean final reports.
- Setup violations remaining at the end of the flow were counted as 0.
- The pin count of the biggest net entering global routing reads 60.
- The placed standard-cell area reads 9769 um2.
- Data on the critical path arrives at its endpoint at 1.42 ns.
- The fraction of final layout cells sized beyond drive strength 1 is 32.60%.
- The detailed-route DRC error count reads 0.
- The synthesis report lists the most area-consuming cells as dfrtp_1 50%, mux2_4 17%, mux2_2 7.5%.
- The cell at the slowest stage of the critical path reads clkdlybuf4s50_1.
- The CTS tree reads done.
- By instance count after routing, the leading logic cell types are 188 x clkdlybuf4s50_1, 144 x dfrtp_1, 80 x mux2_4.
- Total power normalized to cell area comes to 1029 nW/um2.
- The dominant delay contributor by cell family on the critical path reads buffers and inverters.
- The share of the core filled with cells reads 74.78%.
- The path type of the worst min-delay path is primary input to asynchronous set/reset pin.
- The warning tally printed by Yosys for this design is 1.
- The remaining antenna violation count reads 0.
- The peak fanout along the critical path is 4.
- The clock latency at the later pin of the worst-skew pair is 0.42 ns.
- The beginning of the critical path reads DO1[6]$_DFFE_PN0P_.
- The number of standard cells reported by yosys reads 513.
- The parity-gate share of the synthesized area counting xor and xnor cells reads 0%.
- For this run, the script counts the antenna cells in the layout as 0.
- The maximum frequency from static timing analysis is 0.5557 GHz.
- The most used logic cell in the final layout is clkdlybuf4s50_1.
- Warnings raised by the tools during the run amount to 34.
- The sink count of the clock tree reads 144.
- The y dimension of the die is 121.8 um.
- The initial core utilization is 51.50%.
- The buffer_ports step reported a buffer count of 189.
- Summing the areas of all and, or, nand and nor instances in the mapped netlist gives 5.631% of the synthesized area.
- The area fraction in mux cells reads 24.27%.
- In this run the deepest clock path goes through 2 buffers.
- The startpoint of the lowest-slack register-to-register path reads DO10[6]$_DFFE_PN0P_.
- The share of synthesized area occupied by flip-flops and latches reads 50.21%.
- The mapped cell area is 7177 um2.
- Together, buffers and inverters on the worst path number 1.
- The area figure in the yosys stat output reads 7177 um2.
- The register-to-register setup slack reads 0.33 ns.
- Per the OpenROAD floorplan log, the area of the die is 14840 um2.
- The endpoint kind of the worst setup timing path is an output port.
- The total clock buffers created by CTS is 17.
- The post-CTS setup repair buffer count reads 0.
- The via count of the first global-routing pass is 6153.
## cell families after synthesis
family,Yosys count
AOI/OAI and AO/OA,144
DFF,144
muxes,128
and+or+nand+nor,51
buffers and inverters,46
## area by class of cell
cell class | count | area (um2)
Sequential cell | 144 | 3603
Fill cell | 849 | 3515
Multi-Input combinational cell | 323 | 3372
Timing Repair Buffer | 271 | 2599
Clock buffer | 19 | 432.9
Tap cell | 180 | 225.2
Clock inverter | 13 | 187.7
## worst min path at each step
stage | cells past startpoint | endpoint | slack [ns] | from
CTS | 3 | DO10[4]$_DFFE_PN0P_ | 0.55 | RESET_N
global route | 3 | DO10[4]$_DFFE_PN0P_ | 0.58 | RESET_N
finish | 3 | DO10[4]$_DFFE_PN0P_ | 0.56 | RESET_N
## state kept, by name, summed over array words and instances (netlist names)
| signal | flops |
|---|---|
| DO9 | 8 |
| DOUT2 | 8 |
| DOUT1 | 8 |
| DO3 | 8 |
| DO11 | 8 |
| DO4 | 8 |
| DO1 | 8 |
| DO13 | 8 |
| DO12 | 8 |
| DO10 | 8 |
| DO2 | 8 |
| DO0 | 8 |
| DO7 | 8 |
| DO15 | 8 |
| DO14 | 8 |
| DO6 | 8 |
| DO8 | 8 |
| DO5 | 8 |
## report_power, final
group	switching [mW]	total, mW	leakage [nW]	internal [mW]
clock	1.28	3.48	0.294	2.20
sequential	0.725	4.33	1.66	3.60
combinational	0.854	2.92	2.67	2.07
total	2.86	10.7	4.61	7.87
## routing by layer
layer	routed length (um)	vias to the layer above	GRT usage (%)
met2	11310	391	52.37
met1	10140	3036	55.00
met5	0	-	0
li1	-	2535	-
met3	2385	63	9.303
met4	949	0	12.35
## through the flow
step / setup WS (ns) / total power [mW] / std cells
final: 0.1006 / 10.73 / 950
after global routing: 0.08381 / 11.15 / 950
after CTS: 0.1232 / 10.73 / 950
after detailed placement: -0.2052 / 7.227 / 916
after global placement: -0.2180 / 7.179 / 916
after floorplan: 0.5150 / 5.252 / 513
## Yosys cell counts
cell,instances
a221oi_1,48
a22o_1,48
a22oi_1,32
a41oi_1,16
and2_1,2
and3_1,16
buf_1,6
buf_12,1
buf_2,11
buf_4,1
clkbuf_1,27
dfrtp_1,144
mux2_2,48
mux2_4,80
nand2_1,6
nand2_8,10
nor2_1,16
nor2b_2,1
Power and IR drop assume default switching activity.
